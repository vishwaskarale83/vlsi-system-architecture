$ cat ./run.sh
#!/bin/bash
# OpenROAD 26Q1-2900-gdf79404cd8, Yosys 0.63+post, stock flow scripts
make -C /OpenROAD-flow-scripts/flow DESIGN_CONFIG=/design/flow/config.mk WORK_HOME=/design/flow/orfs finish
$ cat ./config.mk
export PLATFORM = sky130hd
export DESIGN_NAME = bist
export DESIGN_NICKNAME = bist
export VERILOG_FILES = /design/flow/design.v
export SDC_FILE = /design/flow/constraint.sdc
export NUM_CORES = 4
export LEC_CHECK = 1
export CORE_UTILIZATION = 40
export SYNTH_HDL_FRONTEND = slang
$ cat ./constraint.sdc
current_design bist

set clk_period 13.0
set clk_io_pct 0.2

create_clock -name clk0 -period $clk_period [get_ports {clk}]

set non_clock_inputs [all_inputs -no_clocks]
set_input_delay [expr $clk_period * $clk_io_pct] -clock clk0 $non_clock_inputs
set_output_delay [expr $clk_period * $clk_io_pct] -clock clk0 [all_outputs]
$ cat ./design.v
module bist #(parameter size = 6, length = 8) (
    input  logic clk,
    input  logic rst,
    input  logic start,
    input  logic csin,
    input  logic rwbarin,
    input  logic opr,
    input  logic [size-1:0] address,
    input  logic [length-1:0] datain,
    output logic [length-1:0] dataout,
    output logic fail
);
    logic NbarT, ld;
    logic [9:0] count;
    logic cout;
    logic [7:0] data_t;
    logic [7:0] ramout;
    logic gt, eq, lt;
    logic [size-1:0] addr_mux_out;
    logic [length-1:0] data_mux_out;
    logic rwbar_mux, cs_mux, test_rw;
    logic q6_input;
    controller u_ctrl (.start(start), .rst(rst), .clk(clk), .cout(cout), .NbarT(NbarT), .ld(ld));
    counter #(10) u_cnt (.clk(clk), .ld(ld), .u_d(1'b1), .cen(1'b1), .d_in(10'b0), .q(count), .cout(cout));
    decoder u_dec (.q(count[9:7]), .data_t(data_t));
    comparator u_cmp (.data_t(data_t), .ramout(ramout), .gt(gt), .eq(eq), .lt(lt));
    multiplexer #(6) u_mux_addr (.normal_in(address), .bist_in(count[5:0]), .NbarT(NbarT), .out(addr_mux_out));
    multiplexer #(8) u_mux_data (.normal_in(datain), .bist_in(data_t), .NbarT(NbarT), .out(data_mux_out));
    always_ff @(posedge clk or posedge rst) begin
        if (rst)
            q6_input <= 1'b0;
        else
            q6_input <= count[6];
    end
    assign rwbar_mux = (NbarT) ? count[6] : rwbarin;
    assign cs_mux    = (NbarT) ? 1'b1       : csin;
    assign test_rw   = (NbarT) ? q6_input : rwbarin;
    always_ff @(posedge clk or posedge rst) begin
        if (rst) 
            fail <= 0;
        else if (NbarT && opr && test_rw && ~eq)
            fail <= 1;
        else
            fail <= 0;
    end
    sram u_ram (
        .clk(clk),
        .cs(cs_mux),
        .rwbar(rwbar_mux),
        .ramaddr(addr_mux_out),
        .ramin(data_mux_out),
        .ramout(ramout)
    );
    assign dataout = ramout;
endmodule
module comparator (
    input  logic [7:0] data_t,
    input  logic [7:0] ramout,
    output logic gt,
    output logic eq,
    output logic lt
);
    always_comb begin
        gt = (data_t > ramout);
        eq = (data_t == ramout);
        lt = (data_t < ramout);
    end
endmodule
module controller (
    input  logic start,
    input  logic rst,
    input  logic clk,
    input  logic cout,
    output logic NbarT,
    output logic ld
);
    typedef enum logic {RESET, TEST} state_t;
    state_t state;
    always_ff @(posedge clk or posedge rst) begin
        if (rst) state <= RESET;
        else begin
            case (state)
                RESET: if (start) state <= TEST;
                TEST: if (cout) state <= RESET;
            endcase
        end
    end
    assign NbarT = (state == TEST);
    assign ld = (state == RESET);
endmodule
module counter #(parameter length = 10) (
    input  logic clk,
    input  logic ld,
    input  logic u_d,
    input  logic cen,
    input  logic [length-1:0] d_in,
    output logic [length-1:0] q,
    output logic cout
);
    always_ff @(posedge clk) begin
        cout <= 0;  
        if (cen) begin
            if (ld) begin
                q <= d_in;
            end else if (u_d) begin
                if (q == {length{1'b1}}) begin
                    cout <= 1;
                    q <= q;  
                end else begin
                    q <= q + 1;
                end
            end else begin
                if (q == {length{1'b0}}) begin
                    cout <= 1;
                    q <= q;  
                end else begin
                    q <= q - 1;
                end
            end
        end
    end
endmodule
module decoder (
    input  logic [2:0] q,
    output logic [7:0] data_t
);
    always_comb begin
        case (q)
            3'b000: data_t = 8'b10101010;
            3'b001: data_t = 8'b01010101;
            3'b010: data_t = 8'b11110000;
            3'b011: data_t = 8'b00001111;
            3'b100: data_t = 8'b00000000;
            3'b101: data_t = 8'b11111111;
            default: data_t = 8'bxxxxxxxx;
        endcase
    end
endmodule
module multiplexer #(parameter WIDTH = 8) (
    input  logic [WIDTH-1:0] normal_in,
    input  logic [WIDTH-1:0] bist_in,
    input  logic NbarT,
    output logic [WIDTH-1:0] out
);
    assign out = (NbarT) ? bist_in : normal_in;
endmodule
module sram (
    input  logic clk,
    input  logic cs,
    input  logic rwbar,
    input  logic [5:0] ramaddr,
    input  logic [7:0] ramin,
    output logic [7:0] ramout
);
    logic [7:0] ram [0:63];
    logic [5:0] addr_reg;
    always_ff @(posedge clk) begin
        if (cs) begin
            addr_reg <= ramaddr;
            if (!rwbar) begin
                ram[ramaddr] <= ramin;  
            end
        end
    end
    always_comb begin
        if (cs && rwbar)
            ramout = ram[addr_reg];
        else
            ramout = 8'b0;
    end
endmodule
==> metrics.json <==
{
  "path_cells": {"value": "clkdlybuf4s50_1, and3b_2, o21ai_0, nor4_1, a211oi_1, inv_1, clkdlybuf4s50_1"},
  "postSynth.asyncResetShare": {"value": 0.558, "unit": "%"},
  "die_area": {"value": 55100, "unit": "um^2"},
  "max_slew_margin": {"value": 34.5, "unit": "%"},
  "power_density": {"value": 192, "unit": "nW/um^2"},
  "cap_viol_max_count": {"value": 0},
  "p_switching": {"value": 1.39, "unit": "mW"},
  "number_of_buffers_created_by_cts": {"value": 53},
  "synth.most_common_cell": {"value": "sky130_fd_sc_hd__edfxtp_1"},
  "finalSetupTns": {"value": 0, "unit": "ns"},
  "synth.yosys.num_cells": {"value": 1118},
  "placementRows": {"value": 84},
  "synth.yosys.chip_area": {"value": 21700, "unit": "um^2"},
  "synth.distinct_cells": {"value": 67},
  "design_area": {"value": 24500, "unit": "um^2"},
  "wl_per_cell": {"value": 26.8, "unit": "um"},
  "required_time_at_the_endpoint_of_the_critical_path": {"value": 10.40, "unit": "ns"},
  "flip_flops_with_a_built_in_enable": {"value": 518},
  "detailedRoute.firstIterationViolations": {"value": 943},
  "startpoint_type": {"value": "input pin"},
  "yosysTopAreaCell": {"value": "sky130_fd_sc_hd__edfxtp_1"},
  "global_route.overflow_total": {"value": 0},
  "log.warning_count": {"value": 25},
  "hold_violations": {"value": 0},
  "static-leakage-power": {"value": 7.92, "unit": "nW"},
  "tritoncts": {"value": "yes"},
  "core_area": {"value": 53100, "unit": "um^2"},
  "postSynthRegisterBits": {"value": 538},
  "maxClockFrequency": {"value": 132, "unit": "MHz"},
  "timing_worst_setup_path_type": {"value": "input pin to output pin"},
  "via_count": {"value": 10900},
  "drive_above_1_share": {"value": 18.5, "unit": "%"},
  "number_of_antenna_violations_at_the_first_check_in_global_routing": {"value": 1},
  "synth.avg_cell_area": {"value": 19.4, "unit": "um^2"},
  "dr_vias_cell": {"value": 5.65},
  "tightestPinTransition": {"value": 0.955, "unit": "ns"},
  "h-tree-depth": {"value": 2},
  "cells_resized_by_post_cts_repair": {"value": 0},
  "totalWireLength": {"value": 51.6, "unit": "mm"},
  "final_core_utilization": {"value": 46.1, "unit": "%"},
  "die-width": {"value": 235, "unit": "um"},
  "power_frac_seq": {"value": 44.0, "unit": "%"},
  "setup-violations-final": {"value": 0},
  "area_growth_syn_to_layout": {"value": 12.9, "unit": "%"},
  "ys.warnings.count": {"value": 0},
  "maximum_root_to_sink_buffer_count": {"value": 3},
  "total_power": {"value": 4.70, "unit": "mW"},
  "comb_power_share": {"value": 24.0, "unit": "%"},
  "arrival": {"value": 4.95, "unit": "ns"},
  "worst_ir_drop_vdd": {"value": 91.8, "unit": "uV"},
  "post_synth_instance_area": {"value": 21700, "unit": "um^2"},
  "netlist.area_leader.share": {"value": 71.7, "unit": "%"},
  "drc": {"value": 0},
  "power.share.switching": {"value": 29.6, "unit": "%"},
  "vertical_die_size": {"value": 235, "unit": "um"},
  "ys_seq_share": {"value": 73.7, "unit": "%"},
  "internal_power": {"value": 3.31, "unit": "mW"},
  "worst_path_largest_cell_delay": {"value": 0.50, "unit": "ns"},
  "post-dp-hpwl": {"value": 31.7, "unit": "mm"},
  "drtPass1Iterations": {"value": 5},
  "gpl.final_weighted_congestion": {"value": 0.945},
  "clk-insertion-delay-late": {"value": 0.58, "unit": "ns"},
  "ios": {"value": 29},
  "largest_net_degree_at_the_start_of_global_routing": {"value": 78},
  "placement.cell_area": {"value": 22800, "unit": "um^2"},
  "outcome": {"value": "complete, no violations"},
  "grt_first_pass_wirelength": {"value": 76.6, "unit": "mm"},
  "drtAntennaViolNets": {"value": 0},
  "critPathMostFrequentCell": {"value": "sky130_fd_sc_hd__clkdlybuf4s50_1"},
  "yosys-top-cells-count": {"value": "sky130_fd_sc_hd__edfxtp_1, sky130_fd_sc_hd__nor2_1, sky130_fd_sc_hd__mux4_2, sky130_fd_sc_hd__mux2i_1, sky130_fd_sc_hd__nand2_1"},
  "area_used_by_sequential_logic_in_the_layout": {"value": 16000, "unit": "um^2"},
  "path_max_fanout": {"value": 5},
  "finalCriticalPeriod": {"value": 7.55, "unit": "ns"},
  "fp_util": {"value": 40.9, "unit": "%"},
  "cts_setup_buffers": {"value": 0},
  "crit_slowest_cell": {"value": "sky130_fd_sc_hd__o21ai_0"},
  "synthFlopType": {"value": "sky130_fd_sc_hd__edfxtp_1"},
  "critPathCaptureType": {"value": "output pin"},
  "cts_hold_repair.buffers": {"value": 0},
  "cts_sinks": {"value": 538},
  "largest_cells_by_area_after_synthesis": {"value": "sky130_fd_sc_hd__edfxtp_1, sky130_fd_sc_hd__mux4_2, sky130_fd_sc_hd__mux4_1"},
  "grt_pass1_vias": {"value": 11500},
  "port_buffer_cells": {"value": 28},
  "grt_setup_unrepaired": {"value": "no"},
  "logic_area": {"value": 5240, "unit": "um^2"},
  "number_of_flip_flops_under_the_largest_register_name": {"value": 512},
  "timing.hold.worst.class": {"value": "flip-flop to flip-flop"},
  "power.share.clock": {"value": 32.0, "unit": "%"},
  "track_usage": {"value": 20.9, "unit": "%"},
  "final.setup_skew": {"value": 0.0131, "unit": "ns"},
  "post_synth_inst_count": {"value": 1118},
  "final-max-slew-violation-count": {"value": 0},
  "filler_cells_inserted": {"value": 4332},
  "cts_root_buf": {"value": "sky130_fd_sc_hd__clkbuf_16"},
  "final.period_utilization": {"value": 58.1, "unit": "%"},
  "clk_pin_slew_worst_paths": {"value": 0.06, "unit": "ns"}
}
cells in the final DEF, fill, tap and decap left out, drive strengths merged, types with 5 or more instances in the layout:
cell type,synthesis,routed
a22oi,18,18
nor2b,9,9
mux2,5,5
o22ai,12,12
o21ai,19,19
nand2b,6,6
nand4,7,7
dfxtp,17,17
clkdlybuf4s50,1,28
nand3,17,17
bufinv,0,7
edfxtp,518,518
clkinv,1,23
inv,21,21
nor2,104,104
mux4,117,117
clkbuf,17,63
a21oi,24,24
nand2,44,44
mux2i,49,49
a211oi,9,9
buf,33,47
logic make-up after synthesis:
family | count (synthesis) | share of synthesized area, %
muxes | 171 | 15.3
xor gates and xnor gates | 8 | 0.323
AOI/OAI and AO/OA | 112 | 3.59
DFF | 538 | 73.7
adders and majority gates | 2 | 0.115
and+or+nand+nor | 214 | 4.47
buffers and inverters | 73 | 2.52
area by class of cell:
class	instances	area share [%]
Timing Repair Buffer	75	2.64
Antenna cell	1	0.0102
Tap cell	688	3.52
Clock buffer	63	5.57
Multi-Input combinational cell	507	21.4
Sequential cell	538	65.3
Inverter	22	0.337
Clock inverter	31	1.29
power groups by stage:
stage / Combinational (mW) / Sequential, mW / Clock (mW)
CTS: 1.13 / 2.07 / 1.53
global route: 1.20 / 2.08 / 1.60
finish: 1.13 / 2.07 / 1.50
stage by stage:
stage / std cells / setup WS, ns / hold slack (ns)
after detailed placement: 1830 / 5.49 / 0.376
after global routing: 1924 / 5.27 / 0.399
after global placement: 1830 / 5.51 / 0.367
final: 1925 / 5.45 / 0.390
after floorplan: 1118 / 6.81 / 0.349
after CTS: 1924 / 5.47 / 0.390
per-layer routing:
layer	vias up	wire, um	global-route usage [%]	share of wire (%)
met5	-	154	1.90	0.30
met4	4	1850	5.72	3.6
met3	100	7200	13.2	14
met2	579	22900	28.8	44
met1	5461	19500	29.3	38
li1	4727	-	-	-
critical path, delay by kind of cell:
kind / cells / cell delay (ns)
buffers and inverters: 3 / 1.06
and+or+nand+nor: 2 / 0.41
AOI/OAI and AO/OA: 2 / 0.87
path summary, 6_finish.rpt:
kind                                  from      endpoint  cells past startpoint  slack, ns
worst max-delay path                  csin    dataout[1]                      7       5.45
worst min-delay path            u_cnt.q[6]      q6_input                      0       0.39
worst max register to register   flip-flop          fail                     10       9.09
worst min register to register  u_cnt.q[6]      q6_input                      0       0.39
max in group asynchronous              rst          fail                      2      10.67
min in group asynchronous              rst  u_ctrl.NbarT                      2       2.19
Power figures rest on the tool's default switching activity, not on a simulated workload.
