File: ./config.mk
export PLATFORM = sky130hd
export DESIGN_NAME = Adder
export DESIGN_NICKNAME = Adder
export VERILOG_FILES = /design/flow/design.v
export SDC_FILE = /design/flow/constraint.sdc
export NUM_CORES = 4
export LEC_CHECK = 1
export CORE_AREA = 10 10 70 70
export DIE_AREA = 0 0 80 80
export SYNTH_HDL_FRONTEND = slang
File: ./constraint.sdc
current_design Adder

set clk_period 15.5
set clk_io_pct 0.2

create_clock -name clk0 -period $clk_period

set non_clock_inputs [all_inputs -no_clocks]
set_input_delay [expr $clk_period * $clk_io_pct] -clock clk0 $non_clock_inputs
set_output_delay [expr $clk_period * $clk_io_pct] -clock clk0 [all_outputs]
File: ./design.v
module adder_4(
        input logic [3:0] x, y,
        input logic cin,
        output logic cout,
        output logic [3:0] sum
);
        logic [3:0] carry;
        assign {carry[0], sum[0]} = x[0] + y[0] + cin;
        assign {carry[1], sum[1]} = x[1] + y[1] + carry[0];
        assign {carry[2], sum[2]} = x[2] + y[2] + carry[1];
        assign {carry[3], sum[3]} = x[3] + y[3] + carry[2];
        assign cout = carry[3];
endmodule
module Adder(
input logic [15:0] X,Y,
input logic cin,
output logic cout,
output logic [15:0] S
);
        logic c1, c2, c3;
        adder_4 adder1(.x(X[3:0]), .y(Y[3:0]), .cin(cin), .cout(c1), .sum(S[3:0]));
        adder_4 adder2(.x(X[7:4]), .y(Y[7:4]), .cin(c1), .cout(c2), .sum(S[7:4]));
        adder_4 adder3(.x(X[11:8]), .y(Y[11:8]), .cin(c2), .cout(c3), .sum(S[11:8]));
        adder_4 adder4(.x(X[15:12]), .y(Y[15:12]), .cin(c3), .cout(cout), .sum(S[15:12]));
endmodule
File: ./run.sh
#!/bin/bash
# OpenROAD 26Q1-2900-gdf79404cd8, Yosys 0.63+post, stock flow scripts
make -C /OpenROAD-flow-scripts/flow DESIGN_CONFIG=/design/flow/config.mk WORK_HOME=/design/flow/orfs finish
==> flow_summary.html <==
<!-- implementation run metrics -->
<table>
<tr><th>Metric</th><th>Value</th></tr>
<tr><th colspan="2">Floorplan</th></tr>
<tr><td>Num ports</td><td>50</td></tr>
<tr><td>Std cell rows</td><td>21</td></tr>
<tr><td>Effective utilization at floorplan</td><td>10.5%</td></tr>
<tr><td>Die span in y</td><td>80 um</td></tr>
<tr><td>DIE WIDTH</td><td>80 um</td></tr>
<tr><td>Total core area</td><td>3420 um^2</td></tr>
<tr><td>Total die area</td><td>6400 um^2</td></tr>
<tr><th colspan="2">Synth</th></tr>
<tr><td>Most area-hungry cell type in the Yosys netlist</td><td>sky130_fd_sc_hd__fa_1</td></tr>
<tr><td>Leading post-synthesis cells by cell area</td><td>sky130_fd_sc_hd__fa_1, sky130_fd_sc_hd__inv_1</td></tr>
<tr><td>Mapped Avg Cell Area</td><td>13.8 um^2</td></tr>
<tr><td>Part of the Yosys area used for sequential elements</td><td>0%</td></tr>
<tr><td>Distinct lib cells used</td><td>2</td></tr>
<tr><td>Post-Syn Instances</td><td>26</td></tr>
<tr><td>Share of the synthesized area in the top cell type</td><td>89.5%</td></tr>
<tr><td>Number of warnings printed during yosys synthesis</td><td>0</td></tr>
<tr><td>Synthesized cell area</td><td>358 um^2</td></tr>
<tr><td>Post-synthesis cell count from yosys</td><td>26</td></tr>
<tr><td>Total cell area reported by yosys after synthesis</td><td>358 um^2</td></tr>
<tr><th colspan="2">STA</th></tr>
<tr><td>Max Clk Rate</td><td>75.2 MHz</td></tr>
<tr><td>Share of the clock period used by the worst path after layout</td><td>85.7%</td></tr>
<tr><td>Unrepaired setup endpoints after global routing</td><td>false</td></tr>
<tr><td>Remaining max-slew budget at the tightest pin</td><td>92.3%</td></tr>
<tr><td>Total count of hold-check failures in the final report</td><td>0</td></tr>
<tr><td>Least-Margin Pin Slew</td><td>114 ps</td></tr>
<tr><td>Slew Limit Fails</td><td>0</td></tr>
<tr><td>Final-layout setup total negative slack</td><td>0 ps</td></tr>
<tr><td>Setup violation total in the final timing report</td><td>0</td></tr>
<tr><td>Worst Slack Setup Final</td><td>2210 ps</td></tr>
<tr><td>Min Clock Period, post-route</td><td>13,290 ps</td></tr>
<tr><th colspan="2">Detailed routing</th></tr>
<tr><td>Diode count</td><td>0</td></tr>
<tr><td>Via count</td><td>391</td></tr>
<tr><td>Drt pass-1 iters</td><td>2</td></tr>
<tr><td>Per-cell routed wire length</td><td>12.7 um</td></tr>
<tr><td>Residual DRC count</td><td>0</td></tr>
<tr><td>DRT Wirelength</td><td>1.55 mm</td></tr>
<tr><td>Via count normalized by instance count</td><td>3.20</td></tr>
<tr><td>DRT antenna net count</td><td>0</td></tr>
<tr><td>Violation count after the first detailed-routing iteration</td><td>1</td></tr>
<tr><th colspan="2">Min path</th></tr>
<tr><td>Startpoint of the worst hold path</td><td>cin</td></tr>
<tr><td>Number of cells on the worst hold path</td><td>5</td></tr>
<tr><td>Capture endpoint of the worst hold path</td><td>S[0]</td></tr>
<tr><td>Class of the tightest hold or removal check</td><td>input port to output pin</td></tr>
<tr><th colspan="2">Worst setup path</th></tr>
<tr><td>Kind of start point of the critical path</td><td>input port</td></tr>
<tr><td>Required time reported for the critical path endpoint</td><td>12,400 ps</td></tr>
<tr><td>Setup crit end kind</td><td>output pin</td></tr>
<tr><td>CP arrival</td><td>10,190 ps</td></tr>
<tr><td>Critical Setup Path Class</td><td>input port to output pin</td></tr>
<tr><td>Worst Path Max Fanout</td><td>1</td></tr>
<tr><td>Startpoint of the most critical setup path</td><td>X[0]</td></tr>
<tr><th colspan="2">Global routing</th></tr>
<tr><td>Remaining Overflow, GRT</td><td>0</td></tr>
<tr><td>Total global routing track utilization</td><td>4.68%</td></tr>
<tr><td>Wire length of the first global-routing pass</td><td>2.31 mm</td></tr>
<tr><td>Maximum number of pins on one net before global-route repair</td><td>2</td></tr>
<tr><td>Vias in the first global route</td><td>504</td></tr>
<tr><td>Antenna violations before repair</td><td>0</td></tr>
<tr><th colspan="2">Place</th></tr>
<tr><td>Final weighted congestion in routability-driven placement</td><td>0.904</td></tr>
<tr><td>Number of port buffers</td><td>50</td></tr>
<tr><td>Setup slack after placement</td><td>2170 ps</td></tr>
<tr><td>Estimated wirelength of the detail-placed design</td><td>1.56 mm</td></tr>
<tr><th colspan="2">Power and ir drop</th></tr>
<tr><td>IR drop worst, VDD</td><td>0.0124 mV</td></tr>
<tr><td>Total power per unit cell area</td><td>37.6 nW/um^2</td></tr>
<tr><td>Leakage dissipation</td><td>0.366 nW</td></tr>
<tr><th colspan="2">Finish</th></tr>
<tr><td>Register Area</td><td>0 um^2</td></tr>
<tr><td>Share of cells above drive strength 1</td><td>0%</td></tr>
<tr><td>Tally of filler cells in the layout</td><td>364</td></tr>
<tr><td>P&amp;R area growth vs syn</td><td>156%</td></tr>
<tr><td>Final core utilization</td><td>26.8%</td></tr>
<tr><td>CLK BUF</td><td>0</td></tr>
<tr><td>Flop count</td><td>0</td></tr>
<tr><td>Area occupied by multi-input gates</td><td>320 um^2</td></tr>
<tr><th colspan="2">CTS</th></tr>
<tr><td>Hold-fix buffers, CTS</td><td>0</td></tr>
<tr><td>Post-CTS repair timing setup buffer count</td><td>0</td></tr>
<tr><td>Total of cells resized after clock tree synthesis</td><td>0</td></tr>
<tr><th colspan="2">Run status</th></tr>
<tr><td>Status</td><td>completed</td></tr>
<tr><th colspan="2">Flow run</th></tr>
<tr><td>Count of warning messages emitted by the tools</td><td>32</td></tr>
<tr><td>Max-capacitance violation count</td><td>0</td></tr>
</table>
==> placed cells by master (no fill, tap or decap), drive strengths merged <==
| master | count |
|---|---|
| clkdlybuf4s50 | 50 |
| fa | 16 |
| inv | 10 |
==> how the worst max path moves through the flow <==
stage	to	cells after the start
CTS	S[15]	22
global route	S[15]	22
finish	S[15]	22
==> synthesized netlist by cell type <==
master / n
sky130_fd_sc_hd__fa_1: 16
sky130_fd_sc_hd__inv_1: 10
==> power by group <==
part	switching [W]	internal, W
Combinational	0.00000887	0.0000256
Clock	0	0
Sequential	0	0
Total	0.00000887	0.0000256
==> through the flow <==
stage / area, um^2 / cells / hold WS [ps] / total power [W]
after global routing: 916 / 122 / 7310 / 0.0000392
final: 916 / 122 / 7240 / 0.0000345
after global placement: 916 / 122 / 7260 / 0.0000354
after CTS: 916 / 122 / 7260 / 0.0000358
after detailed placement: 916 / 122 / 7260 / 0.0000356
after floorplan: 358 / 26 / 6310 / 0.00000419
==> cell type report <==
class | instances | share of cell area, %
inverters | 10 | 4.10
multi-input cells | 16 | 35.0
well taps | 46 | 6.28
repair buffers | 50 | 54.6
==> cell families after synthesis <==
logic type,after synthesis,share of synthesized area (%)
buffers and inverters,10,10.5
adders and majority gates,16,89.5
==> layer usage <==
metal  vias to the layer above  wire length, um  track usage, %
li1                        168                -               -
met1                       174              678            5.93
met2                        49              426            5.06
met3                         0              444            5.80
met4                         0                0               0
met5                         -                0               0
==> critical path, cell delays in order <==
cell	delay, ps
sky130_fd_sc_hd__clkdlybuf4s50_1	390
sky130_fd_sc_hd__inv_1	80
sky130_fd_sc_hd__fa_1	170
sky130_fd_sc_hd__inv_1	50
sky130_fd_sc_hd__fa_1	370
sky130_fd_sc_hd__fa_1	390
sky130_fd_sc_hd__fa_1	390
sky130_fd_sc_hd__fa_1	390
sky130_fd_sc_hd__fa_1	390
sky130_fd_sc_hd__fa_1	380
sky130_fd_sc_hd__fa_1	380
sky130_fd_sc_hd__fa_1	380
sky130_fd_sc_hd__fa_1	380
sky130_fd_sc_hd__fa_1	390
sky130_fd_sc_hd__fa_1	390
sky130_fd_sc_hd__fa_1	390
sky130_fd_sc_hd__fa_1	390
sky130_fd_sc_hd__fa_1	380
sky130_fd_sc_hd__inv_1	80
sky130_fd_sc_hd__fa_1	400
sky130_fd_sc_hd__inv_1	60
sky130_fd_sc_hd__clkdlybuf4s50_1	460
No activity file was given, so power comes from the tool's default toggle rates.
