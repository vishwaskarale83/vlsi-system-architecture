### ./run.sh
#!/bin/bash
# OpenROAD 26Q1-2900-gdf79404cd8, Yosys 0.63+post, stock flow scripts
make -C /OpenROAD-flow-scripts/flow DESIGN_CONFIG=/design/flow/config.mk WORK_HOME=/design/flow/orfs finish
### ./config.mk
export PLATFORM = sky130hd
export DESIGN_NAME = fsm
export DESIGN_NICKNAME = fsm
export VERILOG_FILES = /design/flow/design.v
export SDC_FILE = /design/flow/constraint.sdc
export NUM_CORES = 4
export LEC_CHECK = 1
export CORE_AREA = 10 10 70 70
export DIE_AREA = 0 0 80 80
export SYNTH_HDL_FRONTEND = slang
### ./constraint.sdc
current_design fsm

set clk_period 1.5
set clk_io_pct 0.2

create_clock -name clk0 -period $clk_period [get_ports {clk}]

set non_clock_inputs [all_inputs -no_clocks]
set_input_delay [expr $clk_period * $clk_io_pct] -clock clk0 $non_clock_inputs
set_output_delay [expr $clk_period * $clk_io_pct] -clock clk0 [all_outputs]
### ./design.v
package fsm10_pkg;
    typedef enum logic [3:0] { S0=0, S1=1, S2=2, S3=3, 
                            S4=4, S5=5, S6=6, S7=7, 
                            S8=8, S9=9 } state_e;
endpackage
module fsm(
    input logic rst_n, clk, jmp, go,
    output logic y1
);
    import fsm10_pkg::*;
    state_e state, next;
    always_ff @(posedge clk, negedge rst_n) begin
        if (!rst_n) state <= S0;
        else state <= next;
    end
    always_comb begin
        next = S0;
        y1 = 1'b0;
        case (state)
            S0: begin 
                    if (!go) begin
                        next = S0;
                    end else begin
                        if (jmp) begin
                            next = S3;
                        end else begin
                            next = S1;
                        end
                    end
                    y1 = 1'b0;
                end 
            S1: begin
                    if (jmp) next = S3;
                    else next = S2;
                    y1 = 1'b0;
                end
            S2: begin 
                    next = S3;
                    y1 = 1'b0;
                end
            S3: begin
                    if (jmp) next = S3;
                    else next = S4;
                    y1 = 1'b1;
                end
            S4: begin
                    if (jmp) next = S3; 
                    else next = S5;
                    y1 = 1'b0;
                end
            S5: begin 
                    if (jmp) next = S3; 
                    else next = S6;
                    y1 = 1'b0;
                end
            S6: begin 
                    if (jmp) next = S3; 
                    else next = S7;
                    y1 = 1'b0;
                end
            S7: begin 
                    if (jmp) next = S3; 
                    else next = S8;
                    y1 = 1'b0;
                end
            S8: begin 
                    if (jmp) next = S3; 
                    else next = S9;
                    y1 = 1'b0;
                end
            S9: begin 
                    if (jmp) next = S3; 
                    else next = S0;
                    y1 = 1'b0;
                end
        endcase
    end
endmodule
==> results.txt <==
impl run done, here's what came out: Crit Path Category flop to output port, cell row count 21, Slew headroom between 70% and 80%, Top Layout Cells dfrtp_1 (9), nor2b_1 (6), clkdlybuf4s50_1 (4), nor2_1 (3), clkbuf_4 (3), grt ovf 0, share of layout cells above drive strength 1 a little under a quarter, Inst Count DP a little under 80, Buf+Inv Stages, Crit Path 1, final instance area approximately 490 um^2, Arr. time, crit path about 1100 ps, largest net degree at the start of global routing 11, TritonCTS clock tree done, starting density of the core between 10% and 20%, Die Wd around 80 um, Avg WL per Cell between 7 and 8 um, Reg-to-Reg End state[8]$_DFF_PN0_, worst vdd ir 0.6054 mV, Pwr Total ~550 uW, R2R depth 2, yosys cell count 28, Final Hold Vio Count 0, CTS H-tree lvls 1, Latency at later pin approximately 260 ps, status finished clean, setup violators final 0, Slew @ Worst Pin between 400 and 500 ps, syn_area_per_cell 13.18 um^2, Synth cell types 11, ANT nets after route 0, CP cell instances clkdlybuf4s50_1, Seq cells post-synth 10, Clock Sinks 10, Post-DP HPWL about 440 um, max reg flops 10, clock-pin slew on the worst setup and hold paths around 60 ps, aggregate routed wire length 594 um, number of port buffers 4, Yosys Warn Count 0, Regs by FF count state (10), drc violations 0, Post-CTS Resized 0, Syn Std Cell Area approximately 370 um^2, post-synth top area share 61.02%, worst-path fanout max 3, setup_tns 0 ps, routed vias roughly 210, RSZ-0062 raised after global routing false, Mapped Cells 28, WP data required around 1200 ps, fin crit share 94.66%, post-synth top area cell dfrtp_1, Fmax 704.3 MHz, # hold bufs at CTS 0, Pre-antenna DRT Iters 1, slowest cell delay on critical path around 480 ps, core area 3416 um^2, P_leak about 0.2 nW, final std cells w/o fill roughly 81, number of OpenROAD warnings 25, initial antenna violation count 0, Worst Setup SP state[8]$_DFF_PN0_, kind of start point of the critical path flop, slowest CP cell clkdlybuf4s50_1, global-route usage over all layers between 2 and 2.5%, CTS Buffer Depth 2, Reg with most FFs state, Reg-to-Reg Start state[1]$_DFF_PN0_, max-capacitance violation count 0, Post-CTS Setup Bufs 0, crit end category output port, I/O pins 5, Top delay family on crit path buffers and inverters, placed inst area approximately 460 um^2, reg2reg setup slack slightly above 600 ps, total CTS buffers 3, ANT cells 0, power density over cell area 1111 nW/um^2, die height roughly 80 um, root buffer cell clkbuf_4, chip area 6400 um^2, first-pass GRT wire length 979 um, drt first-iter violations 0, minimum clock period 1420 ps, Layout area overhead 33.22%, Clock Skews roughly 4.8 ps, biggest area cells dfrtp_1 (61%), nor2b_1 (10%), dfstp_2 (7.1%), vias per inst ~2.6, final slew viol count 0, Synth Seq Share 68.14%, Commonest Layout Cell dfrtp_1, YS chip area 369.1 um^2, gp weighted congestion a little over 0.7, vias in the first global route approximately 220, Hold WC Path Type input pin to async pin
==> logic make-up after synthesis <==
group,synth area share (%)
buf+inv,5.085
flops,68.14
simple gates,23.39
compound gates,3.392
==> synthesized netlist by cell type <==
library cell  count
inv_1             2
nor2b_1           6
nor2_1            3
o22ai_1           1
buf_6             1
dfstp_2           1
nor4_2            2
nor2b_2           1
dfrtp_1           9
nand2_1           1
a31oi_1           1
==> power by group <==
group | leakage, nW | total (mW) | internal (mW) | switching, mW
logic | 0.0462 | 0.0322 | 0.0182 | 0.0140
clock network | 0.0210 | 0.232 | 0.147 | 0.0853
registers | 0.133 | 0.282 | 0.277 | 0.00494
total | 0.200 | 0.546 | 0.442 | 0.104
==> per-layer routing <==
| layer | share of wire, % | GRT usage [%] | vias up |
|---|---|---|---|
| met5 | 0 | 0 | - |
| met4 | 0 | 0.1761 | 0 |
| met3 | 8.1 | 1.591 | 0 |
| met2 | 45 | 2.889 | 5 |
| met1 | 46 | 2.442 | 103 |
| li1 | - | - | 104 |
==> area by class of cell <==
type	count	area (um^2)
clock buffers	4	36.28
multi-input cells	15	98.84
inverters	2	7.507
flip-flops and latches	10	251.5
fillers	396	2924
repair buffers	4	40.04
well taps	46	57.56
==> worst reg2reg max path, delay by kind of cell (launching register included) <==
| kind | cells | cell delay, ps |
|---|---|---|
| AOI/OAI and AO/OA | 1 | 110 |
| and+or+nand+nor | 1 | 260 |
| DFF | 1 | 400 |
==> stage by stage <==
step | worst slack, ps | hold WS, ps | util (%)
finish | 80.17 | 339.9 | 14.40
detailed placement | 158.7 | 474.9 | 13.33
global placement | 198.6 | 465.3 | 13.33
CTS | 54.71 | 352.4 | 14.40
floorplan | 667.7 | 4.409 | -
global route | 22.10 | 358.5 | 14.40
==> worst max-delay path by stage <==
stage / depth (start not counted) / slack [ps] / end
finish: 1 / 80 / y1
global route: 1 / 20 / y1
CTS: 1 / 50 / y1
Power and IR drop assume default switching activity.
